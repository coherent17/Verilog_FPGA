$ cat config.mk
export PLATFORM = sky130hd
export DESIGN_NAME = timer
export DESIGN_NICKNAME = timer
export VERILOG_FILES = /design/flow/design.v
export SDC_FILE = /design/flow/constraint.sdc
export NUM_CORES = 4
export LEC_CHECK = 1
export CORE_UTILIZATION = 50
$ cat constraint.sdc
current_design timer

set clk_period 4.1
set clk_io_pct 0.2

create_clock -name clk0 -period $clk_period [get_ports {clk}]
create_clock -name clk1 -period $clk_period [get_ports {pb}]

set non_clock_inputs [all_inputs -no_clocks]
set_input_delay [expr $clk_period * $clk_io_pct] -clock clk0 $non_clock_inputs
set_output_delay [expr $clk_period * $clk_io_pct] -clock clk0 [all_outputs]
$ cat design.v
module timer(clk,rst,hour1,hour0,min1,min0,sec1,sec0,pb,swh,swm,sws);
	input clk,rst,pb,swh,swm,sws;
	output [6:0]hour1,hour0,min1,min0,sec1,sec0;
	reg [5:0]hour,min,sec;
	reg clk1;
	reg [24:0]count;
	reg stop;
	reg stoph,stopm,stops;
	reg [23:0] bcdcounter;
	reg [7:0] bcdh,bcdm,bcds;
	always@(posedge clk or negedge rst)begin
		if(rst==1'b0)begin
			count=0;
			clk1=0;
		end
		else if(count==1000000)begin
			count=0;
			clk1=~clk1;
		end
		else count=count+1;
	end
	always@(negedge rst or negedge pb)begin
		if(rst==1'b0) stop=1;
		else stop=0;
	end
	always@(posedge clk1 or negedge rst)begin
		if(~rst)bcdcounter=0;
		else if(stop==1&&swh==1&&bcdcounter[23:16]==8'h23)bcdcounter[23:16]=0;
		else if(stop==1&&swh==1&&bcdcounter[19:16]==4'h9)begin
			bcdcounter[19:16]=0;
			bcdcounter[23:20]=bcdcounter[23:20]+1;
		end
		else if(stop==1&&swh==1)bcdcounter[23:16]<=bcdcounter[23:16]+1;
		else if(stop==1&&swm==1&&bcdcounter[15:8]==8'h59)bcdcounter[15:8]=0;
		else if(stop==1&&swm==1&&bcdcounter[11:8]==4'h9)begin
			bcdcounter[11:8]=0;
			bcdcounter[15:12]=bcdcounter[15:12]+1;
		end
		else if(stop==1&&swm==1)bcdcounter[15:8]<=bcdcounter[15:8]+1;
		else if(stop==1&&sws==1&&bcdcounter[7:0]==8'h59)bcdcounter[7:0]=0;
		else if(stop==1&&sws==1&&bcdcounter[3:0]==4'h9)begin
			bcdcounter[3:0]=0;
			bcdcounter[7:4]=bcdcounter[7:4]+1;
		end
		else if(stop==1&&sws==1)bcdcounter[3:0]<=bcdcounter[3:0]+1;
		else if(stop==1)bcdcounter=bcdcounter;
		else if(bcdcounter==24'h235959)bcdcounter=0;
		else if(bcdcounter[19:0]==20'h45959) begin
			bcdcounter[19:0]=0;
			bcdcounter[23:20]=bcdcounter[23:20]+1;
		end
		else if (bcdcounter[15:0]==16'h5959)begin
			bcdcounter[19:16]=bcdcounter[19:16]+1;
			bcdcounter[15:0]=0;
		end
		else if (bcdcounter[11:0]==12'h959)begin
				bcdcounter[15:12]=bcdcounter[15:12]+1;
				bcdcounter[11:0]=0;
		end
		else if(bcdcounter[7:0]==8'h59)begin
			bcdcounter[11:8]=bcdcounter[11:8]+1;
			bcdcounter[7:0]=0;
		end
		else if (bcdcounter[3:0]==4'h9)begin
			bcdcounter[7:4]=bcdcounter[7:4]+1;
			bcdcounter[3:0]=0;
		end
		else bcdcounter[3:0]=bcdcounter[3:0]+1;
	end
	bcdtobinary o1(.binary(bcdcounter[3:0]),.seg(sec0));
	bcdtobinary o2(.binary(bcdcounter[7:4]),.seg(sec1));
	bcdtobinary o3(.binary(bcdcounter[11:8]),.seg(min0));
	bcdtobinary o4(.binary(bcdcounter[15:12]),.seg(min1));
	bcdtobinary o5(.binary(bcdcounter[19:16]),.seg(hour0));
	bcdtobinary o6(.binary(bcdcounter[23:20]),.seg(hour1));
endmodule
module bcdtobinary(binary,seg);
	input [3:0]binary;
	output [6:0]seg;
	reg [6:0]seg;
	always@(binary)begin
		case(binary)
			4'b0000:seg=7'b1000000; 
			4'b0001:seg=7'b1111001; 
			4'b0010:seg=7'b0100100; 
			4'b0011:seg=7'b0110000; 
			4'b0100:seg=7'b0011001; 
			4'b0101:seg=7'b0010010; 
			4'b0110:seg=7'b0000010; 
			4'b0111:seg=7'b1111000; 
			4'b1000:seg=7'b0000000; 
			4'b1001:seg=7'b0011000; 
			default:seg=7'b1111111;
		endcase
	end
endmodule
$ cat run.sh
#!/bin/bash
# OpenROAD 26Q1-2900-gdf79404cd8, Yosys 0.63+post, stock flow scripts
make -C /OpenROAD-flow-scripts/flow DESIGN_CONFIG=/design/flow/config.mk WORK_HOME=/design/flow/orfs finish
==> impl_metrics.json <==
{
  "stdcell_area_um2": 4380,
  "drv_cap": 0,
  "cts.reportedPaths.clkPinSlew_ns": 0.08,
  "max_slew.worst_pin.slew_ns": 0.787,
  "aoi_share_pct": 17.1,
  "initial_utilization_pct": 52.1,
  "hold_depth": 1,
  "crit_chain": "buf_2",
  "hp-start": "count[24]",
  "use_met3_pct": 1.69,
  "numCtsBuffers": 3,
  "edf_count": 0,
  "syn_to_final_growth_pct": 15.4,
  "synth_cells": 456,
  "coreArea_um2": 7290,
  "grt_max_degree": 51,
  "grt_overflow": 0,
  "holdBufCountCts": 0,
  "root_buffer": "clkbuf_8",
  "synthArstFlopShare_pct": 100,
  "rows": 31,
  "min_to": "count[24]",
  "setup_viol_count_final": 0,
  "vdd_drop_max_mv": 0.268,
  "ys_top_logic_family": "simple AND/OR/NAND/NOR gates",
  "p_leak_nw": 1.95,
  "dr.pass1.iters": 4,
  "crit_slowest_cell": "buf_2",
  "drt_drc_violations_left": 0,
  "r2r-end": "count[17]",
  "die-area_um2": 7950,
  "ys_sh_simple_pct": 25.5,
  "path_delay_family": "buffers and inverters",
  "setup_tns_ns": 0,
  "wl_per_cell_um": 12.7,
  "antenna_found_initial": 0,
  "power.density_nw_per_um2": 118,
  "fp.dieW_um": 89.2,
  "cp-end-kind": "async pin",
  "syn-cell-area_um2": 3800,
  "synth.distinct_cells": 54,
  "drt_first_iter_violations": 132,
  "final_hold_viol_count": 0,
  "mux_area_share_pct": 3.16,
  "viasPerCell": 5.46,
  "rsz0062_at_grt": "false",
  "finalClockSkew_ns": 0.00610,
  "untimed_endpoints": 66,
  "numPortBuffers": 46,
  "placed_cell_area_um2": 4310,
  "ys_area_um2": 3800,
  "synthAdderAreaFrac_pct": 10.5,
  "cp.required_ns": 2.21,
  "critPathMaxStageDelay_ns": 0.09,
  "use_met1_pct": 33.0,
  "track_usage_pct": 20.1,
  "num_antenna_cells": 0,
  "ys.flops": 51,
  "reg2reg_from": "count[13]",
  "routed_wl_um": 7490,
  "grt_pass1_wl_um": 12600,
  "crit_buf_inv": 1,
  "post_cts_resized": 0,
  "ant_nets": 0,
  "slew_viol_final": 0,
  "drive_gt1_share_pct": 6.30,
  "grt_busiest_layer": "met1",
  "yosysSeqAreaShare_pct": 33.6,
  "unclocked_regs": 24,
  "critPathKind": "in2async",
  "ys_warn_count": 2,
  "synthXorXnorAreaFrac_pct": 5.30,
  "clk_path_buf_depth": 2,
  "synth_top_area_share_pct": 32.9,
  "ff_type": "dfrtp_1",
  "die-height_um": 89.2,
  "grt_use_met2_pct": 31.6,
  "topCellsByArea": "dfrtp_1, ha_1, a21oi_1",
  "rrSetupSlack_ns": 2.17,
  "cts_setup_buffers": 0,
  "syn_area_per_cell_um2": 8.33,
  "status": "finished clean",
  "holdWs_ns": 0.474,
  "yosysTopAreaCell": "dfrtp_1",
  "cts.htree.levels": 1,
  "fin_ws_ns": 1.30,
  "ioPinCount": 48,
  "vias": 3228,
  "cts_tree": "yes",
  "yosys_cells": 456,
  "worstPathArrival_ns": 0.91,
  "grt_pass1_vias": 2738,
  "slew_headroom_pct": 47.1,
  "critPathLaunchType": "input port",
  "place_congestion": 0.852,
  "pre_cts_ws_ns": 1.26,
  "rr_worst_depth": 6,
  "warnings": 54,
  "dp_hpwl_um": 5580,
  "cp_max_fo": 2,
  "hold_path.class": "reg2reg"
}
==> per-stage QoR <==
step	instances	utilization, %	power, W
2_1_floorplan	456	-	0.000296
3_3_place_gp	587	59.1	0.000315
3_5_place_dp	587	59.1	0.000316
4_1_cts	591	60.1	0.000527
5_1_grt	591	60.1	0.000538
6_report	591	60.1	0.000519
==> where the power goes <==
| group | switching (W) | leakage [nW] | internal, W |
|---|---|---|---|
| Clock | 0.0000803 | 0.0410 | 0.000132 |
| Combinational | 0.0000250 | 1.26 | 0.0000125 |
| Sequential | 0.00000168 | 0.647 | 0.000267 |
| Total | 0.000107 | 1.95 | 0.000412 |
==> cells by family (layout without fill, tap and decap cells) <==
group | count (synthesis) | in the layout
flops | 51 | 51
simple gates | 191 | 191
other cells | 1 | 1
xor+xnor | 23 | 23
buf+inv | 41 | 77
fa+ha+maj | 32 | 32
compound gates | 106 | 106
mux | 11 | 11
==> Yosys cell counts (3+ instances only) <==
master    count
buf_2         5
and3_1        6
mux2i_1       3
o21ai_0      36
a31oi_1       8
nand3_1      20
a221o_1       3
nor2b_1       5
nor3_1       10
ha_1         32
xnor2_1      19
xor2_1        4
and2_1        3
or2_2         6
clkbuf_1      8
mux2_2        8
and4_1        4
a22oi_1       3
a21oi_1      38
nor4_1        4
dfrtp_1      50
nand4_1      10
nand2b_1     14
nor2_1       48
inv_1        25
nand2_1      50
==> metal layers <==
metal,vias to the layer above,part of all wire (%),wire length (µm)
met5,-,0,0
met4,0,0.47,35
met3,4,2.9,214
met2,52,45,3350
met1,1500,52,3880
li1,1672,-,-
==> how the worst max path moves through the flow <==
stage	startpoint	endpoint	slack [ns]	cells past startpoint
CTS	rst	stop	1.30	1
finish	rst	stop	1.30	1
global route	rst	stop	1.31	1
==> registers in the layout (all words and copies together) (netlist names) <==
signal and count:
count 25, clk1 1, bcdcounter 24, stop 1
==> cell usage in the layout, fill, tap and decap left out, drive strengths merged, types with 4 or more instances in the layout <==
| cell | count |
|---|---|
| inv | 25 |
| and3 | 6 |
| dfrtp | 50 |
| xnor2 | 19 |
| nor2b | 5 |
| nand2 | 50 |
| nand2b | 14 |
| nor3 | 10 |
| and4 | 4 |
| clkdlybuf4s50 | 45 |
| nor2 | 48 |
| ha | 32 |
| nand3 | 20 |
| nor4 | 4 |
| a31oi | 8 |
| or2 | 7 |
| xor2 | 4 |
| o21ai | 37 |
| mux2 | 8 |
| a21oi | 38 |
| nand4 | 10 |
==> area by class of cell <==
type / count / area [µm²]
Fill cell: 681 / 2910
Sequential cell: 51 / 1280
Tap cell: 99 / 124
Inverter: 24 / 90.1
Clock inverter: 2 / 33.8
Timing Repair Buffer: 48 / 470
Multi-Input combinational cell: 364 / 2340
Clock buffer: 3 / 41.3
No activity file was given, so power comes from the tool's default toggle rates.
