==> /design/flow/design.v <==
module guess(sw,clk,rst,pb,seg0,seg1,seg2,seg3,seg4,seg5);
	input clk,rst,pb;
	input [4:0]sw;
	output [6:0]seg0,seg1,seg2,seg3,seg4,seg5;
	reg [6:0]seg0,seg1,seg2,seg3;
	reg [4:0]num;
	reg clk1,stop,check;
	reg unsigned[22:0]count,a,i;
	reg [4:0]t,o,s0,s1;
	reg [7:0]bcdcounter;
	reg unsigned[4:0]point;
	always@(posedge clk or negedge rst)begin
		if(~rst)begin
			count=0;
			clk1=0;
		end
		else if(count==5000000)begin
			count=0;
			clk1=~clk1;
		end
		else count=count+1;
	end
	always@(posedge clk1)begin
		if(i>=24789) i=1;
		else i<=i+91;
	end
	always@(a)begin
		num=(a>0)?a:a+123;
	end
	always@(negedge pb or negedge rst)begin
		if(~rst) stop=1;
		else if(pb==0) stop=~stop;
		else stop=stop;
	end
	always@(*)begin
		if(stop==0&&num==sw&&bcdcounter[7:0]<8'h59)	check=1;
		else check=0;
	end
	always@(negedge clk1 or negedge rst)begin
		if(~rst) point=0;
		else if(check==1)begin
			a=(i%30)+1;
			point=point+1;
		end
	end
	always@(num)begin
		t=num/10;
		o=num%10;
		case(t)
			4'b0000: seg1=7'b1000000;
			4'b0001:	seg1=7'b1111001;
			4'b0010:	seg1=7'b0100100;
			4'b0011:	seg1=7'b0110000;
			4'b0100:	seg1=7'b0011001;
			4'b0101:	seg1=7'b0010010;
			4'b0110: seg1=7'b0000010;
			4'b0111: seg1=7'b1111000;
			4'b1000:	seg1=7'b0000000;
			4'b1001: seg1=7'b0011000;
			default: seg1=7'b1111111;
		endcase
		case(o)
			4'b0000: seg0=7'b1000000;
			4'b0001:	seg0=7'b1111001;
			4'b0010:	seg0=7'b0100100;
			4'b0011:	seg0=7'b0110000;
			4'b0100:	seg0=7'b0011001;
			4'b0101:	seg0=7'b0010010;
			4'b0110: seg0=7'b0000010;
			4'b0111: seg0=7'b1111000;
			4'b1000:	seg0=7'b0000000;
			4'b1001: seg0=7'b0011000;
			default: seg0=7'b1111111;
		endcase
	end
	always@(point)begin
		s0=point%10;
		s1=point/10;
		case(s1)
			4'b0000: seg3=7'b1000000;
			4'b0001:	seg3=7'b1111001;
			4'b0010:	seg3=7'b0100100;
			4'b0011:	seg3=7'b0110000;
			4'b0100:	seg3=7'b0011001;
			4'b0101:	seg3=7'b0010010;
			4'b0110: seg3=7'b0000010;
			4'b0111: seg3=7'b1111000;
			4'b1000:	seg3=7'b0000000;
			4'b1001: seg3=7'b0011000;
			default: seg3=7'b1111111;
		endcase
		case(s0)
			4'b0000: seg2=7'b1000000;
			4'b0001:	seg2=7'b1111001;
			4'b0010:	seg2=7'b0100100;
			4'b0011:	seg2=7'b0110000;
			4'b0100:	seg2=7'b0011001;
			4'b0101:	seg2=7'b0010010;
			4'b0110: seg2=7'b0000010;
			4'b0111: seg2=7'b1111000;
			4'b1000:	seg2=7'b0000000;
			4'b1001: seg2=7'b0011000;
			default: seg2=7'b1111111;
		endcase
	end
	always@(posedge clk1 or negedge rst)begin
		if(~rst) bcdcounter=0;
		else if(stop) bcdcounter<=bcdcounter;
		else if(bcdcounter[7:0]==8'h59) bcdcounter<=bcdcounter;
		else if(bcdcounter[3:0]==4'h9)begin
			bcdcounter[7:4]=bcdcounter[7:4]+1;
			bcdcounter[3:0]=0;
		end
		else bcdcounter[3:0]=bcdcounter[3:0]+1;
	end
	bcd b1(.counter(bcdcounter[3:0]),.seg(seg4));
	bcd b2(.counter(bcdcounter[7:4]),.seg(seg5));
endmodule
module bcd(counter,seg);
	input [3:0]counter;
	output [6:0]seg;
	reg [6:0]seg;
	always@(counter)begin
 		case(counter)
			4'b0000: seg=7'b1000000;
			4'b0001:	seg=7'b1111001;
			4'b0010:	seg=7'b0100100;
			4'b0011:	seg=7'b0110000;
			4'b0100:	seg=7'b0011001;
			4'b0101:	seg=7'b0010010;
			4'b0110: seg=7'b0000010;
			4'b0111: seg=7'b1111000;
			4'b1000:	seg=7'b0000000;
			4'b1001: seg=7'b0011000;
			default: seg=7'b1111111;
		endcase
	end
endmodule
==> /design/flow/run.sh <==
#!/bin/bash
# OpenROAD 26Q1-2900-gdf79404cd8, Yosys 0.63+post, stock flow scripts
make -C /OpenROAD-flow-scripts/flow DESIGN_CONFIG=/design/flow/config.mk WORK_HOME=/design/flow/orfs finish
==> /design/flow/config.mk <==
export PLATFORM = sky130hd
export DESIGN_NAME = guess
export DESIGN_NICKNAME = guess
export VERILOG_FILES = /design/flow/design.v
export SDC_FILE = /design/flow/constraint.sdc
export NUM_CORES = 4
export LEC_CHECK = 1
export CORE_UTILIZATION = 30
==> /design/flow/constraint.sdc <==
current_design guess

set clk_period 3.5
set clk_io_pct 0.2

create_clock -name clk0 -period $clk_period [get_ports {clk}]
create_clock -name clk1 -period $clk_period [get_ports {pb}]

set non_clock_inputs [all_inputs -no_clocks]
set_input_delay [expr $clk_period * $clk_io_pct] -clock clk0 $non_clock_inputs
set_output_delay [expr $clk_period * $clk_io_pct] -clock clk0 [all_outputs]
==> notes.md <==
yosys + openroad results -> crit-path max FO 2, clock power share 46.6%, FP Core Util between 30% and 40%, count of different cell masters after synthesis 112, Synth area leaders dfrtp_1, edfxtp_1, ha_1, area leader, netlist dfrtp_1, vertical die size 165 um, endpoints left unconstrained roughly 110, H-tree depth 1, Vias 7049, cell count after synthesis slightly below 1000, synthesized area per cell roughly 8 um^2, Power Internal 0.000475 W, Critical Path Sink Type asynchronous set/reset pin, Hold Slack 495 ps, final count of hold timing violations 0, initial antenna violation count 0, Synth async-reset ratio between 40 and 50%, total leakage power between 3 and 4 nW, Crit-path slowest cell buf_2, top cells by count, synth nor2_1, nand2_1, a21oi_1, o21ai_0, inv_1, CTS tree done, routing usage on met3 0.535%, Port Buffers ~46, Final HPWL DP between 10000 and 15000 um, final count of pins violating max slew 0, layout overhead on the synthesized area 10.1%, Peak VDD IR approximately 0.24 mV, CP Data Required Time around 1900 ps, Hold WC Path Type reg2reg, drt wl/cell 12.7 um, Sw Share 18.6%, vias in the first global route between 6000 and 7000, Buf+Inv Stages, Crit Path 1, Clock Tree Buf Depth 2, DR iter-0 viols around 480, CTS buffer count 3, crit-path leading delay family buffers and inverters, Remaining Overflow, GRT 0, Post-CTS Hold Buffers 0, Dominant flop cell dfrtp_1, largest net degree at the start of global routing 39, row count between 50 and 60, status finished, final reports clean, crit path DAT 790 ps, setup TNS 0 ps, core area ~0.026 mm^2, final worst clock skew 3.58 ps, Via density around 5.3, crit path launch type input pin, layout cells sized above 1 under 10%, grt met2 use roughly 20%, synthesized area 0.00798 mm^2, peak per-stage delay on the critical path around 90 ps, first-pass GRT wire length 29700 um, Root Buffer clkbuf_16, # Cells Yosys 984, Worst-Margin Slew between 900 and 1000 ps, RSZ-0062 raised after global routing false, aggregate routed wire length around 17000 um, DR pass1 iterations 5, post-route ant nets 0, cell area power density between 60 and 70 mW/mm^2, Die Span X roughly 170 um, Synth warnings 2, clock-pin transition on the worst setup and hold timing paths about 60 ps, tool warnings approximately 54, io pins 50, most frequent cell after synthesis nor2_1, DRC errors left 0, post-CTS sizing 0, flip-flops with a built-in enable 23, #FFs+latches synth 84, Comb power frac under 10%, count of unclocked register or latch pins around 60, die area 0.0273 mm^2, Setup Fix Bufs, Post-CTS 0, met1 GRT Util about a fifth, worst-path cell chain buf_2, Setup Viol. Count Final 0, GR peak layer met1, YS chip area 0.00798 mm^2, crit path kind in2async, Tot GR Track Use roughly 13%, antenna cells 0, maxcap violations 0, register area share after synthesis between 20% and 30%, Flop pwr share 49.8%, Net Switching between 0.0001 and 0.00015 W, GPL Wtd Cong between 0.8 and 0.9, Slew HR a little under two fifths, area share of the largest cell type after synthesis about a tenth
-- cell families after synthesis --
logic type,synth area share (%)
adder cells (fa/ha/maj),6.38
other,0.0470
AND-OR/OR-AND,27.7
multiplexers,2.96
AND/OR/NAND/NOR,24.5
flip-flops,26.3
XOR/XNOR,6.79
buffers and inverters,5.23
-- registers in the layout, indices dropped and copies added, names as in the netlist --
signal and count:
i 23, point 5, bcdcounter 8, stop 1, clk1 1, a 23
count 23
-- placed cells by master (no fill, tap or decap), types with 23 or more instances in the layout --
| cell type | count |
|---|---|
| edfxtp_1 | 23 |
| clkdlybuf4s50_1 | 45 |
| ha_1 | 39 |
| xnor2_1 | 45 |
| a21oi_1 | 61 |
| dfrtp_1 | 32 |
| nor3_1 | 25 |
| nand2_1 | 84 |
| inv_1 | 48 |
| o21ai_0 | 55 |
| nor2_1 | 101 |
| nand3_1 | 34 |
| dfxtp_1 | 23 |
-- power groups by stage --
stage / clock (W) / sequential [W] / combinational (W)
after CTS: 0.000277 / 0.000290 / 0.0000225
after global routing: 0.000289 / 0.000290 / 0.0000252
final: 0.000272 / 0.000290 / 0.0000213
-- cell type report --
cell class,instances,area (um^2)
clock buffers,4,88.8
clock inverters,1,3.75
fillers,2687,17300
inverters,48,180
multi-input cells,817,5500
flip-flops and latches,84,2100
well taps,335,419
repair buffers,52,500
-- layer usage --
metal / up-vias / share of wire (%)
met5: - / 0
met4: 0 / 0.49
met3: 6 / 2.5
met2: 107 / 45
met1: 3261 / 52
li1: 3675 / -
-- final timing paths --
check / slack, ps / cells past startpoint / end / startpoint
worst max-delay path: 1130 / 1 / stop / rst
worst min-delay path: 500 / 1 / count[4] / count[4]
worst max register to register: 1430 / 8 / count[22] / count[9]
worst min register to register: 500 / 1 / count[4] / count[4]
max in group clk0: 1430 / 8 / count[22] / count[9]
max in group clk1: 2820 / 1 / stop / stop
min in group clk1: 500 / 1 / stop / stop
min in group asynchronous: 510 / 2 / count[10] / rst
-- per-stage QoR --
step / std cells / cell area [um^2] / utilization (%) / power (W) / setup slack (ps)
after floorplan: 993 / 8020 / - / 0.000305 / 1180
after global placement: 1337 / 8700 / 33.4 / 0.000321 / 1090
after detailed placement: 1337 / 8700 / 33.4 / 0.000322 / 1080
after CTS: 1341 / 8790 / 33.7 / 0.000590 / 1130
after global routing: 1341 / 8790 / 33.7 / 0.000604 / 1120
final: 1341 / 8790 / 33.7 / 0.000583 / 1130
Power is estimated from default activity; no workload was simulated.
