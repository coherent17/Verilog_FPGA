==> ./design.v <==
module bcdconverter(binary,hundreds,tens,ones);
	input [7:0]binary;
	output [3:0]hundreds,tens,ones;
	reg[3:0]hundreds,tens,ones;
	integer i;
	always@(binary)begin
		hundreds=4'b0000;
		tens=4'b0000;
		ones=4'b0000;
		for(i=7;i>=0;i=i-1)begin
			if(hundreds>=5)hundreds=hundreds+3;
			if(tens>=5)tens=tens+3;
			if(ones>=5)ones=ones+3;
			hundreds=hundreds<<1;
			hundreds[0]=tens[3];
			tens=tens<<1;
			tens[0]=ones[3];
			ones=ones<<1;
			ones[0]=binary[i];
		end
	end
endmodule
==> ./run.sh <==
#!/bin/bash
# OpenROAD 26Q1-2900-gdf79404cd8, Yosys 0.63+post, stock flow scripts
make -C /OpenROAD-flow-scripts/flow DESIGN_CONFIG=/design/flow/config.mk WORK_HOME=/design/flow/orfs finish
==> ./config.mk <==
export PLATFORM = sky130hd
export DESIGN_NAME = bcdconverter
export DESIGN_NICKNAME = bcdconverter
export VERILOG_FILES = /design/flow/design.v
export SDC_FILE = /design/flow/constraint.sdc
export NUM_CORES = 4
export LEC_CHECK = 1
export CORE_AREA = 10 10 70 70
export DIE_AREA = 0 0 80 80
==> ./constraint.sdc <==
current_design bcdconverter

set clk_period 8.8
set clk_io_pct 0.2

create_clock -name clk0 -period $clk_period

set non_clock_inputs [all_inputs -no_clocks]
set_input_delay [expr $clk_period * $clk_io_pct] -clock clk0 $non_clock_inputs
set_output_delay [expr $clk_period * $clk_io_pct] -clock clk0 [all_outputs]
==> summary.txt <==
fresh numbers from the pnr run: diodes inserted 0, Slew Limit Fails 0, setup violators final 0, DRC Markers 0, hpwl dp 1810 um, final tally of hold violations 0, flip-flops 0, Post-Place Cells 194, Mapped Cells 135, Period minus WS final 8.41 ns, run status complete, no violations, RSZ-0062 raised after global routing false, DIE WIDTH 80 um, layout cells sized above 1 15.5%, Sw Share 46.5%, Top cells excl fill/tap 15 x clkdlybuf4s50_1, 14 x nor2_1, 10 x a21oi_1, largest net degree at the start of global routing 13, Total Routing Usage GR 6.93%, DRT iter0 DRCs 30, CTS Hold Bufs 0, Pre-antenna DRT Iters 4, Comb pwr share 100.0%, Reg area 0 um^2, Final Non-Filler Cells 194, Max VDD drop 0.0279 mV, core footprint 3420 um^2, Net Sw Power 0.0773 mW, fin crit share 95.5%, ys cells 135, Post-synth seq share 0%, Power Internal 0.0888 mW, hold path depth 0, Core Util, Final 34.0%, Reg power frac 0%, mapped cell area 952 um^2, vias in the first global route 908, synthesized area per cell 7.05 um^2, global-route wire length before repair 4000 um, Clk network pwr share 0%, die area 6400 um^2, Required @ worst endpoint 7.04 ns, Top cell excl fill/tap clkdlybuf4s50_1, max cap viols 0, via count 1001, Wirelength per Cell 11.2 um, pwr dens 143 nW/um^2, Slew @ Worst Pin 0.635 ns, final antenna-violating net count 0, WP data arrival 6.65 ns, row cnt 21, DRT Wirelength 2170 um, leak pwr 0.495 nW, Yosys Chip Area 952 um^2, CLK BUF 0, fp_density 27.9%, endpoint type of the worst setup path primary output, yosys warning tally 1, area delta synth->final 22.1%, crit path max fanout 6, Distinct lib cells used 60, via density per instance 5.16, max frequency 0.119 GHz, Startpoint Class primary input, initial antenna violation count 0, Port Buffers 16, Synth top area share 11.8%, tool warnings 35, max_slew headroom 56.8%, sum of negative setup slack 0 ns, Min-Delay Path Class in2out, GRT overflow 0, cell type with the largest total area ha_1, MI comb area 886 um^2, critical path type in2out, Fill cells 373, Die Ht 80 um, IO Pins 20, final hold slack 3.52 ns, Top area cell types ha_1 12%, nor2_1 5.5%, a21oi_1 5.3%, RePlAce Congestion 0.849
## worst max-delay path, stage by stage
cell and delay, ns:
clkdlybuf4s50_1 0.58, inv_1 0.11, ha_1 0.19, inv_1 0.05, ha_1 0.17, a21oi_2 0.06
xnor2_2 0.17, ha_1 0.25, and2b_1 0.23, or4_4 0.42, o2111ai_2 0.12, ha_2 0.26
or2b_2 0.33, and4_4 0.21, nor2_1 0.13, nand2_1 0.09, ha_1 0.24, a21o_1 0.19
nor2_1 0.09, a21oi_1 0.04, buf_4 0.15, a21o_1 0.15, a31oi_1 0.17, clkdlybuf4s50_1 0.49
## repair_timing
action | CTS | global route
resized | 0 | 4
hold endpoints to repair | 0 | 0
setup buffers | 0 | 0
setup endpoints to repair | 0 | 4
## power by group through the flow
stage / Combinational [mW] / Clock [mW] / Sequential (mW)
CTS: 0.167 / 0 / 0
global route: 0.188 / 0 / 0
finish: 0.166 / 0 / 0
## synthesized netlist by cell type, types with 2 or more instances
library cell / instances
inv_1: 9
nand3_1: 3
mux2i_1: 4
xnor2_1: 3
or3_1: 2
a21o_1: 4
nand2b_1: 2
and3_1: 2
nand2_1: 6
clkbuf_1: 2
buf_4: 3
nor2_1: 14
nor3_2: 2
o21ai_1: 5
ha_1: 9
a21oi_1: 10
nor3_1: 2
nand4_1: 3
a22oi_1: 2
a211oi_1: 3
o21ai_0: 6
## layout make-up
cell class,instances,share of cell area (%)
timing repair buffer,19,15.9
multi-input combinational,120,76.2
tap,46,4.95
inverter,9,2.91
## final timing paths
kind | startpoint | end | slack (ns)
hold / removal | binary[0] | ones[0] | 3.52
setup / recovery | binary[6] | tens[1] | 0.39
## cell families after synthesis
| kind of cell | count (synthesis) | synth area share, % |
|---|---|---|
| other | 1 | 0.394 |
| buffers and inverters | 16 | 8.41 |
| muxes | 5 | 5.65 |
| AOI/OAI and AO/OA | 50 | 38.4 |
| xor gates and xnor gates | 4 | 4.47 |
| adders and majority gates | 9 | 11.8 |
| and+or+nand+nor | 50 | 30.9 |
## through the flow
stage	area [um^2]	total power, mW	setup WS (ns)
after floorplan	956	0.109	1.51
after global placement	1150	0.164	0.357
after detailed placement	1150	0.166	0.285
after CTS	1150	0.167	0.278
after global routing	1160	0.188	0.0203
final	1160	0.166	0.394
## metal layers
layer  part of all wire, %  GRT usage, %  vias up
met4                     0         0.176        0
li1                      -             -      538
met5                     0             0        -
met2                    45          10.5       11
met3                   4.8         0.682        0
met1                    50          10.7      452
Power figures rest on the tool's default switching activity, not on a simulated workload.
